## flow/design.v

```verilog
module vga_horizontal (
	input clk,
	output reg next_line,
	output reg [9:0] x
);
	initial begin
		x = 0;
		next_line = 0;
	end
	always @(posedge clk) begin
		if (x < 799) begin
			x <= x + 1;
			next_line <= 0;
		end else begin
			x <= 0;
			next_line <= 1;
		end
	end
endmodule
```

## flow/config.mk

```make
export PLATFORM = sky130hd
export DESIGN_NAME = vga_horizontal
export DESIGN_NICKNAME = vga_horizontal
export VERILOG_FILES = /design/flow/design.v
export SDC_FILE = /design/flow/constraint.sdc
export NUM_CORES = 4
export LEC_CHECK = 1
export CORE_AREA = 10 10 72 72
export DIE_AREA = 0 0 82 82
```

## flow/constraint.sdc

```tcl
current_design vga_horizontal

set clk_period 2.8
set clk_io_pct 0.2

create_clock -name clk0 -period $clk_period [get_ports {clk}]

set non_clock_inputs [all_inputs -no_clocks]
set_input_delay [expr $clk_period * $clk_io_pct] -clock clk0 $non_clock_inputs
set_output_delay [expr $clk_period * $clk_io_pct] -clock clk0 [all_outputs]
```

## flow/run.sh

```bash
#!/bin/bash
# OpenROAD 26Q1-2900-gdf79404cd8, Yosys 0.63+post, stock flow scripts
make -C /OpenROAD-flow-scripts/flow DESIGN_CONFIG=/design/flow/config.mk WORK_HOME=/design/flow/orfs finish
```

==> run_results.csv <==
group,metric,value,unit
run_status,status,"complete, no violations",
yosys,top_area_cell,"dfxtp_1",
clocking,insertion_delay,0.24,ns
sta,finalWorstSetupSlack,1.022,ns
setup_path,path_cells,"clkdlybuf4s50_1",
route,avgViaCountPerCell,3.571,
yosys,numSynthFlops,11,
yosys,ys_chip_area,451.7,um^2
setup_path,slowest_delay,0.52,ns
sta,setup_viol,0,
clocking,cts_num_sinks,11,
setup_path,critPathLaunchType,"register",
route,routed_wl,1.063,mm
route,wire_per_inst,9.491,um
sta,max-slew-margin-rel,67.20,%
yosys,area_leaders,"dfxtp_1 49%, nand2_1 5.8%, nand3_1 4.4%",
global_routing,antenna_found_initial,0,
cells_and_area,layout-drive-gt1-share,7.813,%
placement,numPortBuffers,11,
clocking,post_cts_buffers,0,
placement,hpwl,865.9,um
yosys,ys_types,20,
yosys,synthesis.area,451.7,um^2
setup_path,crit_buf_inv,1,
placement,globalplace.congestion,0.8841,
cells_and_area,syn2layout_area_growth,47.92,%
yosys,ys_cells,49,
clocking,postCtsHoldBufs,0,
cells_and_area,fill_cells,428,
die,io_pins,12,
setup_path,crit_start,"x[8]$_SDFF_PP0_",
global_routing,grtUsageTotal,3.508,%
sta,period_used_share,63.48,%
clocking,clk_pin_slew,0.05,ns
route,vias,400,
global_routing,grt-ovfl-total,0,
yosys,top_cell_area_share,48.75,%
setup_path,crit_path_end_kind,"primary output",
die,fp_util,12.25,%
cells_and_area,regArea,220.2,um^2
die,core,3689,um^2
clocking,clock_path_buffers,2,
setup_path,crit_family,"buffers and inverters",
die,rows,22,
job,maxCapViolCount,0,
route,antenna-diode-count,0,
sta,layout_min_cycle_time,1.778,ns
yosys,syn_inst,49,
setup_path,worst_ep_required_time,2.24,ns
die,die_x,82,um
power_and_ir_drop,p_per_area,466.4,nW/um^2
yosys,syn_area_per_cell,9.218,um^2
power_and_ir_drop,p_leak,0.0002127,uW
yosys,synth-seq-area-share,48.75,%
global_routing,grt_pass1_wl,1.863,mm
global_routing,grt_pass1_vias,385,
sta,rsz0062_at_grt,"no",
sta,finalSetupTns,0,ns
clocking,cts_resized,0,
clocking,cts_tree,"done",
sta,hold_viol_final,0,
yosys,yosys_warnings,1,
hold_path,hp-class,"register to register",
setup_path,crit_path_max_fanout,8,
power_and_ir_drop,vdd_drop_max,149.1,uV
sta,fmax,0.5626,GHz
sta,tightest_slew,0.4898,ns
route,drt_iter0_drc,80,
sta,maxSlewViolCount,0,
setup_path,path_class,"register to primary output",
cells_and_area,logic_area,220.2,um^2
die,fp.dieH,82,um
clocking,cts-root-buf,"clkbuf_8",
die,dieArea,6724,um^2
hold_path,worstHoldStart,"x[0]$_SDFF_PP0_",
sta,skew,0.005915,ns
route,drc,0,
setup_path,slowest_stage,"clkdlybuf4s50_1",
setup_path,rr_startpoint,"x[0]$_SDFF_PP0_",
clocking,htreeDepth,1,
global_routing,grt_max_degree,9,
job,warning_count,25,
route,dr.pass1.iters,4,
setup_path,worstPathArrival,1.22,ns
clocking,cts_buffers,3,
route,ant_nets,0,
placement,pre_cts_ws,1.151,ns
## cells in the final DEF (no fill, tap or decap), drive strengths merged
cell / count
xnor2: 1
or4b: 1
nor2b: 1
nand2: 7
clkdlybuf4s50: 11
nor3: 1
o211ai: 1
o41ai: 1
ha: 1
nor2: 3
o21a: 1
o311ai: 2
dfxtp: 11
a31oi: 3
or4: 2
inv: 3
clkinv: 1
nand4: 2
nand3: 4
o21ba: 1
clkbuf: 3
xor2: 2
a21oi: 1
## power breakdown
| group | switching, uW | leakage (uW) | internal, uW |
|---|---|---|---|
| clock | 57.3 | 0.0000255 | 97.5 |
| sequential | 0 | 0.0000885 | 157 |
| combinational | 0 | 0.0000987 | 0 |
## cell type report
cell class              count  share of cell area, %
clock buffers               3                  6.180
repair buffers             11                  16.48
flip-flops and latches     11                  32.96
clock inverters             1                 0.7491
multi-input cells          35                  32.96
inverters                   3                  1.685
well taps                  48                  8.989
## kinds of logic after synthesis
logic type               share of synthesized area [%]
flip-flops                                       48.75
AND-OR/OR-AND                                    16.62
AND/OR/NAND/NOR                                  23.55
buffers and inverters                            2.493
adder cells (fa/ha/maj)                          2.770
XOR/XNOR                                         5.818
## synth_stat cells, drive strengths merged
cell type	count
dfxtp	11
xnor2	1
xor2	2
or4b	1
or4	2
a21oi	1
inv	3
o211ai	1
a31oi	3
nand2	7
nor2b	1
nor3	1
nor2	3
o21ba	1
o41ai	1
nand4	2
nand3	4
o311ai	2
o21a	1
ha	1
## stage by stage
step | power, uW | instances | cell area (um^2) | hold WS, ns | util, %
4_1_cts | 318.9 | 112 | 668.1 | 0.4853 | 18.11
6_report | 311.7 | 112 | 668.1 | 0.4806 | 18.11
3_3_place_gp | 160.0 | 108 | 621.8 | 0.4594 | 16.86
2_1_floorplan | 160.0 | 49 | 451.7 | 0.4297 | -
3_5_place_dp | 160.0 | 108 | 621.8 | 0.4723 | 16.86
5_1_grt | 328.0 | 112 | 668.1 | 0.5157 | 18.11
## registers in the layout, summed over array words and instances, names as in the netlist
signal / cells
x: 10
next_line: 1
## metal layers
metal / global-route usage [%] / vias up / part of all wire, %
met2: 5.721 / 7 / 49
li1: - / 213 / -
met4: 0.1701 / 0 / 0
met1: 4.222 / 180 / 42
met3: 1.872 / 0 / 9.1
met5: 0 / - / 0
## worst paths after layout
check	cells after the start	endpoint	slack [ns]
setup reg to reg	4	x[5]$_SDFF_PP0_	1.15
hold reg to reg	1	x[0]$_SDFF_PP0_	0.48
hold / removal	1	x[0]$_SDFF_PP0_	0.48
setup / recovery	1	x[8]	1.02
Power figures rest on the tool's default switching activity, not on a simulated workload.
