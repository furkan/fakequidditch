File: flow/config.mk
export PLATFORM = sky130hd
export DESIGN_NAME = vga_vertical
export DESIGN_NICKNAME = vga_vertical
export VERILOG_FILES = /design/flow/design.v
export SDC_FILE = /design/flow/constraint.sdc
export NUM_CORES = 4
export LEC_CHECK = 1
export CORE_AREA = 10 10 70 70
export DIE_AREA = 0 0 80 80
File: flow/design.v
module vga_vertical (
	input clk,
	input next_line,
	output reg [9:0] y
);
	initial begin
		y = 0;
	end
	always @(posedge clk) begin
		if (next_line == 1) begin
			if (y < 524) begin
				y <= y + 1;
			end else begin
				y <= 0;
			end
		end
	end
endmodule
File: flow/constraint.sdc
current_design vga_vertical

set clk_period 2.1
set clk_io_pct 0.2

create_clock -name clk0 -period $clk_period [get_ports {clk}]

set non_clock_inputs [all_inputs -no_clocks]
set_input_delay [expr $clk_period * $clk_io_pct] -clock clk0 $non_clock_inputs
set_output_delay [expr $clk_period * $clk_io_pct] -clock clk0 [all_outputs]
File: flow/run.sh
#!/bin/bash
# OpenROAD 26Q1-2900-gdf79404cd8, Yosys 0.63+post, stock flow scripts
make -C /OpenROAD-flow-scripts/flow DESIGN_CONFIG=/design/flow/config.mk WORK_HOME=/design/flow/orfs finish
==> impl_metrics.tcl <==
# metrics dict for downstream scripts
set metrics [dict create \
    antenna_found_initial 0 \
    die_x_um 80 \
    viasPerCell 3.798 \
    yosys.stat.chipArea_um2 506.7 \
    ys.flops 10 \
    combGateArea_um2 198.9 \
    drive_above_1_share_pct 8.621 \
    clockBufferDepth 2 \
    drt_iter0_drc 16 \
    cts_buffers 3 \
    sequentialPowerShare_pct 58.5 \
    clock_power_share_pct 27.5 \
    outcome "finished clean" \
    hold_viol 0 \
    period_needed_ps 1662 \
    p_per_area_mw_per_mm2 637.2 \
    reg.largest.list "y: 10 flops" \
    cts_setup_buffers 0 \
    timing.critical_path.from_type "flop" \
    drtPass1Iterations 4 \
    area.growth.synth_to_final_pct 37.53 \
    num-fill-cells 381 \
    fmax_mhz 601.5 \
    intPower_uw 343.7 \
    r2r-end "y[8]" \
    fin_cells 104 \
    io_buffers 11 \
    wl_per_cell_um 10.70 \
    worst_slew_pin_slew_ps 448.9 \
    hold_buffers 0 \
    r2r_cells 4 \
    ant_nets 0 \
    ir_drop_uv 362.2 \
    p_leak_nw 0.2173 \
    crit_chain "clkdlybuf4s50_1" \
    path_max_fanout 6 \
    netlist_area_um2 506.7 \
    row_count 21 \
    ys_warn_count 1 \
    regArea_um2 300.3 \
    root_buffer "clkbuf_4" \
    holdPathStages 1 \
    switchingPower_uw 100.4 \
    dp_cells 101 \
    clk_latency_ps 250 \
    top_area_cell "edfxtp_1" \
    syn_inst 44 \
    top_register "y" \
    initial_utilization_pct 14.84 \
    worstHoldStart "y[9]" \
    cts_tree "done" \
    hold_end "y[5]" \
    grt_overflow 0 \
    vias 395 \
    cp.arrival_ps 1240 \
    p_sw_share_pct 22.61 \
    tool_warnings 25 \
    grt_pass1_vias 393 \
    grtUsageTotal_pct 3.593 \
    fin_crit_sh_pct 79.16 \
    die_h_um 80 \
    area_leaders "edfxtp_1 59%, or3_1 4.9%, a21oi_1 4.0%" \
    setup_viol 0 \
    largest_reg_flops 10 \
    slew_viol_final 0 \
    dieArea_mm2 0.006400 \
    critPathBufInv 1 \
    finalPower_uw 444.1 \
    ff_type "edfxtp_1" \
    ios 12 \
    cp_top_family "buffers and inverters" \
    cp-end-kind "primary output" \
    power_frac_comb_pct 14.0 \
    yosysTopAreaCellShare_pct 59.26 \
    ctsHtreeMaxLevel 1 \
    remaining_drc_errors 0 \
    yosysSeqAreaShare_pct 59.26 \
    reg2reg_slack_ps 660 \
    cts_num_sinks 10 \
    required_ps 1680 \
    gp_congestion 0.7947 \
    place.detailed.hpwl_um 827.8 \
    cts_resized 0 \
    yosys.cell_types.count 18 \
    cap_viol_max_count 0 \
    clk_pin_slew_ps 60 \
    setup_tns_ps 0 \
    grt_pass1_wl_um 1814 \
    rsz0062_at_grt "false" \
    r2r_start "y[0]" \
    wirelength_um 1113 \
    hold_class "reg -> reg" \
    synthArstFlopShare_pct 0 \
    synth-edff-count 10 \
    synth_area_per_cell_um2 11.52 \
    path_class "reg -> out" \
    synthTopCellsByCount "10 x edfxtp_1, 4 x a21oi_1, 4 x nor2_1, 4 x o21ai_0, 4 x or3_1" \
    diodes 0 \
    fin_skew_ps 1.022 \
    grt_max_degree 11 \
    ys_cells 44 \
    cp_slowest_cell "clkdlybuf4s50_1" \
    yosysMostFrequentCell "edfxtp_1" \
    slew-limit-headroom_pct 69.98 \
    fp.coreArea_mm2 0.003416 \
    critPathMaxStageDelay_ps 520 \
]
==> layer usage <==
metal  global-route usage (%)  vias up  wire length (um)
li1                         -      199                 -
met4                   0.3521        0                 8
met1                    5.125      178               598
met2                    4.494       16               398
met3                    2.386        2               107
met5                        0        -                 0
==> power by group through the flow <==
stage / registers [mW] / logic [mW] / clock network, mW
finish: 0.260 / 0.0622 / 0.122
global route: 0.264 / 0.0702 / 0.134
CTS: 0.260 / 0.0634 / 0.128
==> placed cells by master, fill, tap and decap left out, drive strengths merged, types with 2 or more instances in the layout <==
master and n:
nor2 4, xnor2 2, a21oi 4, o21ai 4
clkdlybuf4s50 11, edfxtp 10, nand3 4, inv 2
or3 4, nand4 2, clkbuf 3
==> cell type report <==
type / count / share of cell area (%)
clock buffer: 3 / 3.232
inverter: 2 / 1.077
multi-input combinational: 32 / 28.55
sequential: 10 / 43.09
tap: 46 / 8.259
timing repair buffer: 11 / 15.80
==> stage by stage <==
stage	hold slack, ps	area, um^2	util, %	setup slack, ps
after detailed placement	612.9	674.4	19.74	562.5
final	617.8	696.9	20.40	437.6
after floorplan	532.5	506.7	-	810.7
after CTS	625.8	696.9	20.40	427.7
after global placement	606.0	674.4	19.74	582.4
after global routing	647.5	696.9	20.40	382.9
==> logic make-up after synthesis <==
family / share of synthesized area (%)
XOR/XNOR: 5.186
buffers and inverters: 1.482
flip-flops: 59.26
AND/OR/NAND/NOR: 18.27
AND-OR/OR-AND: 13.33
adder cells (fa/ha/maj): 2.469
==> how the worst max path moves through the flow <==
stage	start	end	slack [ps]	cells after the start
after CTS	y[2]	y[2]	430	1
final	y[2]	y[2]	440	1
after global routing	y[2]	y[2]	380	1
No activity file was given, so power comes from the tool's default toggle rates.
