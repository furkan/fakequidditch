==> /design/flow/run.sh <==
#!/bin/bash
# OpenROAD 26Q1-2900-gdf79404cd8, Yosys 0.63+post, stock flow scripts
make -C /OpenROAD-flow-scripts/flow DESIGN_CONFIG=/design/flow/config.mk WORK_HOME=/design/flow/orfs finish
==> /design/flow/config.mk <==
export PLATFORM = sky130hd
export DESIGN_NAME = clock_divider
export DESIGN_NICKNAME = clock_divider
export VERILOG_FILES = /design/flow/design.v
export SDC_FILE = /design/flow/constraint.sdc
export NUM_CORES = 4
export LEC_CHECK = 1
export CORE_UTILIZATION = 30
==> /design/flow/constraint.sdc <==
current_design clock_divider

set clk_period 13.7
set clk_io_pct 0.2

create_clock -name clk0 -period $clk_period [get_ports {clk_in}]

set non_clock_inputs [all_inputs -no_clocks]
set_input_delay [expr $clk_period * $clk_io_pct] -clock clk0 $non_clock_inputs
set_output_delay [expr $clk_period * $clk_io_pct] -clock clk0 [all_outputs]
==> /design/flow/design.v <==
module clock_divider (clk_in, division, clk_out);
input clk_in;
output reg clk_out = 0;
input wire [25:0] division;
integer counter_clk;
initial begin
	clk_out = 0;
	counter_clk = 0;
end
always @(posedge clk_in) begin
	if (counter_clk == division - 'd1) begin
	   counter_clk <= 'd0;
		clk_out <= 1;
	end else begin
		counter_clk <= counter_clk + 'd1;
		clk_out <= 0;
	end
end
endmodule
==> results.cfg <==
; generated from flow reports
[status]
status = finished clean

[setup_path]
max_stage_delay_ps = 780
path_class = in2reg
r2r_cells = 8
slowest_stage = and4bb_2
rrSetupSlack_ps = 11200
cp-end-kind = flop
r2r-start = counter_clk[8]$_SDFF_PN0_
arrival_ps = 6010
cpLargestDelayFamily = simple AND/OR/NAND/NOR gates
rr_endpoint = counter_clk[1]$_SDFF_PN0_
path_buffers = 2
cp-startpoint = division[0]
start_kind = primary input
path_max_fanout = 32
crit_required_ps = 13820
worstPathCellList = clkdlybuf4s50_1 > inv_1 > ha_1 > nor4b_4 > nand3_1 > or3_1 > a21oi_1 > a211oi_1 > and4bb_2 > a21boi_0

[floorplanning]
core_um2 = 7807
num_io_pins = 28
die_h_um = 92.41
initCoreUtil_pct = 31.41
fp-row-count = 32
die_w_um = 92.41
die_area_um2 = 8540

[clocking]
postCtsHoldBufs = 0
cts_made_buffers = 5
htreeDepth = 2
clkSinkCount = 33
cts_tree = yes
post_cts_buffers = 0
cts_resized = 0
clockRootBuffer = clkbuf_8
clockBufferDepth = 2
clkSlewWorstSetupHoldPaths_ps = 60
clock_latency_ps = 280

[logic_synthesis]
async_flop_share_pct = 0
ys_seq_share_pct = 26.94
flop_cell = dfxtp_1
edf_count = 0
top_area_share_pct = 26.94
syn-cell-area_um2 = 2452
largest_area_cell = dfxtp_1
yosysChipArea_um2 = 2452
ys_top_logic_family = simple AND/OR/NAND/NOR gates
netlist_top_cells_area = dfxtp_1 27%, xnor2_1 13%, xor2_1 10%
synth_stat.cells = 298
syn_area_per_cell_um2 = 8.229
synthCells = 298
ys.flops = 33
simple_gate_area_share_pct = 31.22
xor_area_share_pct = 22.86
yosysUniqueCellTypes = 54
synthAoiAreaFrac_pct = 13.06
ys_warn_count = 1
mux_share_pct = 2.143
ys_sh_adder_pct = 1.020

[placement]
place_ws_ps = 7497
io_buffers = 27
place_inst = 418
hpwlAfterDp_mm = 4.293
gp_congestion = 0.8226

[global_route]
grt_overflow = 0
grt_pass1_wl_mm = 9.453
grt_pass1_vias = 1949
antenna_found_initial = 0
grt_start_max_net_pins = 33
track_usage_pct = 13.68

[sta]
fin_skew_ps = 4.526
finalHoldViolCount = 0
worst_pin_slew_ps = 718.8
finalSetupViolCount = 0
slew_headroom_pct = 51.71
rsz0062_at_grt = false
period_needed_ps = 5891
drv_slew = 0
setup_ws_ps = 7809
finalClockPeriodUsage_pct = 43.00
setup_tns_ps = 0
max_freq_ghz = 0.1697

[drt]
wire_per_inst_um = 13.34
antenna-diode-count = 0
route.detailed.drc = 0
via_per_inst = 5.071
drtPass1Iterations = 4
postRouteAntennaNets = 0
wl_mm = 5.668
first_iter_violations = 192
vias = 2155

[min_path]
worst_hold_path_type = reg2reg
worstHoldEndpoint = counter_clk[0]$_SDFF_PN0_
min_path_cells = 1
min_from = counter_clk[0]$_SDFF_PN0_

[power]
peakVddDrop_mv = 0.03060
finalPower_w = 0.0001947
leakage_nw = 0.8873
power_per_cell_area_nw_per_um2 = 66.72

[finish]
final_cells = 425
drive_gt1_share_pct = 8.669
syn_to_final_growth_pct = 18.98

[job]
warning_count = 25
drv_cap = 0
## cell usage in the layout, fill, tap and decap left out, drive strengths merged, types with 2 or more instances in the layout
master         Yosys  layout
o21ai              4       4
ha                 2       2
mux2i              3       3
nor3              14      14
clkdlybuf4s50      0      27
xor2              29      29
inv                5       5
mux2               2       2
a21boi             2       2
a21oi             35      35
nand4             12      12
nor2b              3       3
or4                6       6
and3               2       2
o31ai              4       4
and4               2       2
xnor2             35      35
nand2b             3       3
nor4               9       9
nand3             17      17
dfxtp             33      33
nand2             19      19
clkbuf            10       7
buf                1       2
nor2              20      20
nor4b              4       4
or3                5       5
## synthesized netlist by cell type, types with 3 or more instances
library cell	n
a21oi_1	35
clkbuf_1	10
dfxtp_1	33
inv_1	5
mux2i_1	3
nand2_1	19
nand3_1	16
nand4_1	11
nor2_1	18
nor2b_1	3
nor3_1	11
nor4_1	6
nor4b_1	3
o21ai_0	4
o31ai_1	4
or3_1	3
or4_1	5
xnor2_1	35
xor2_1	29
## where the power goes
part	total (W)	switching, W	internal [W]	leakage (nW)
Combinational	0.0000267	0.0000130	0.0000137	0.575
Sequential	0.0000959	0.000000000000000228	0.0000959	0.268
Clock	0.0000721	0.0000323	0.0000398	0.0443
## area by class of cell
type	instances	area [um2]
flip-flops and latches	33	660.6
well taps	102	127.6
repair buffers	29	285.3
multi-input cells	249	1739
inverters	5	18.77
clock buffers	7	86.33
fillers	804	4890
## through the flow
step                      hold WS, ps  utilization, %  instance area, um2
after floorplan                 452.4               -                2452
after global placement          491.2           36.27                2831
after detailed placement        493.5           36.27                2831
after CTS                       506.6           37.37                2918
after global routing            549.8           37.37                2918
final                           501.0           37.37                2918
## per-layer routing
layer  wire, um  vias up  share of wire [%]  GRT usage, %
met4         70        0                1.2         1.302
met1       2824      993                 50         21.06
li1           -     1129                  -             -
met3        179        5                3.2         1.337
met2       2594       28                 46         21.73
met5          0        -                  0             0
## worst max path at each step
stage / cells past startpoint / end / slack (ps)
after CTS: 8 / clk_out$_DFF_P_ / 7780
after global routing: 10 / counter_clk[1]$_SDFF_PN0_ / 7490
final: 10 / counter_clk[1]$_SDFF_PN0_ / 7810
## kinds of logic after synthesis
logic type	count (synthesis)
and+or+nand+nor	123
xor gates and xnor gates	64
AOI/OAI and AO/OA	55
DFF	33
buffers and inverters	16
muxes	5
adders and majority gates	2
## sequential cells by signal, summed over array words and instances (netlist names)
| name | cells |
|---|---|
| clk_out | 1 |
| counter_clk | 32 |
No activity file was given, so power comes from the tool's default toggle rates.
